$ cat /design/flow/run.sh
#!/bin/bash
# OpenROAD 26Q1-2900-gdf79404cd8, Yosys 0.63+post, stock flow scripts
make -C /OpenROAD-flow-scripts/flow DESIGN_CONFIG=/design/flow/config.mk WORK_HOME=/design/flow/orfs finish
$ cat /design/flow/config.mk
export PLATFORM = sky130hd
export DESIGN_NAME = hw2
export DESIGN_NICKNAME = hw2
export VERILOG_FILES = /design/flow/design.v
export SDC_FILE = /design/flow/constraint.sdc
export NUM_CORES = 4
export LEC_CHECK = 1
export CORE_AREA = 10 10 70 70
export DIE_AREA = 0 0 80 80
$ cat /design/flow/design.v
`timescale 1ns/1ps
module dff_muxi2o1 (clk, rst, load, D0, D1, out);
    input clk, rst, load, D0, D1;
    output reg out;
    wire mux_dffD;
    assign mux_dffD = (load) ? D0 : D1;
    always @(posedge clk or posedge rst)
        if (rst)
            out <= 1'b0;
        else
            out <= mux_dffD;
endmodule
module hw2 (CLK, Reset, Load, inState, RO);
    input CLK, Reset, Load;
    input [4:0] inState;
    output [4:0] RO;
    wire [4:0] Net;
    wire [4:0] NinState;
    assign NinState= ~inState;  
    dff_muxi2o1 R0 (CLK, Reset, Load, NinState[0], Net[1], RO[0]);
    dff_muxi2o1 R1 (CLK, Reset, Load, NinState[1], Net[2], RO[1]);
    dff_muxi2o1 R2 (CLK, Reset, Load, NinState[2], Net[3], RO[2]);
    dff_muxi2o1 R3 (CLK, Reset, Load, NinState[3], Net[4], RO[3]);
    dff_muxi2o1 R4 (CLK, Reset, Load, NinState[4], Net[0], RO[4]);
    assign Net[0] = RO[0];
    assign Net[1] = RO[1] ^ Net[0];  
    assign Net[2] = RO[2] ^ Net[0];  
    assign Net[3] = RO[3];
    assign Net[4] = RO[4] ^ Net[0];  
endmodule
$ cat /design/flow/constraint.sdc
current_design hw2

set clk_period 1.0
set clk_io_pct 0.2

create_clock -name clk0 -period $clk_period [get_ports {CLK}]

set non_clock_inputs [all_inputs -no_clocks]
set_input_delay [expr $clk_period * $clk_io_pct] -clock clk0 $non_clock_inputs
set_output_delay [expr $clk_period * $clk_io_pct] -clock clk0 [all_outputs]
==> load_flow_metrics.sql <==
-- metrics for the results database
INSERT INTO impl_metrics (metric_group, metric, value, unit) VALUES
('sta', 'min_period_over_period', '0.931', ''),
('synth', 'ys_async_sr_fraction', '1.00', ''),
('worst_setup_path', 'timing.setup.critical_path_class', 'flop to output port', ''),
('floorplan', 'fp.dieH', '80', 'µm'),
('finish', 'regArea', '125', 'µm²'),
('grt', 'combined_global_route_utilization_of_all_metal_layers', '0.0244', ''),
('worst_setup_path', 'arr_time_crit_path', '0.73', 'ns'),
('clock_tree', 'path_clk_slew', '0.04', 'ns'),
('worst_setup_path', 'timing.critical_path.from', 'R0.out$_DFF_PP0_', ''),
('synth', 'synth.cells.most_frequent', 'sky130_fd_sc_hd__buf_4 (5), sky130_fd_sc_hd__dfrtp_1 (5), sky130_fd_sc_hd__mux2i_1 (4), sky130_fd_sc_hd__xnor2_1 (3), sky130_fd_sc_hd__inv_1 (2)', ''),
('worst_setup_path', 'critPathMaxFanout', '2', ''),
('synth', 'ys_cells', '22', ''),
('clock_tree', 'clock_insertion_delay_worst_skew', '0.24', 'ns'),
('flow_run', 'maximum_capacitance_violations', '0', ''),
('synth', 'netlist_top_cells_area', 'sky130_fd_sc_hd__dfrtp_1 (50%), sky130_fd_sc_hd__mux2i_1 (16%), sky130_fd_sc_hd__buf_4 (15%)', ''),
('floorplan', 'pin_count', '13', ''),
('grt', 'grt_start_max_net_pins', '7', ''),
('routing', 'detail-route-antenna-nets', '0', ''),
('finish', 'area_growth', '69.5', '%'),
('pwr', 'power_per_cell_area', '2180', 'nW/µm²'),
('place', 'place.port_buffers', '12', ''),
('worst_setup_path', 'cp.depth', '1', ''),
('routing', 'drc', '0', ''),
('clock_tree', 'cts_max_level', '1', ''),
('synth', 'synthesis.yosys.warnings', '1', ''),
('floorplan', 'die_x', '80', 'µm'),
('synth', 'synth.cell_area', '250', 'µm²'),
('worst_setup_path', 'worstPathBufferInverterCount', '1', ''),
('routing', 'first_iter_violations', '17', ''),
('clock_tree', 'clock_buffer_depth', '2', ''),
('synth', 'ys_types', '8', ''),
('worst_setup_path', 'crit_path_end', 'RO[0]', ''),
('sta', 'finalHoldViolCount', '0', ''),
('worst_setup_path', 'r2r_cells', '3', ''),
('routing', 'diodes', '0', ''),
('synth', 'ys_seq_share', '0.500', ''),
('worst_setup_path', 'cp_peak_stage_delay', '0.37', 'ns'),
('sta', 'setup_tns', '0', 'ns'),
('sta', 'finClkSkew', '0.00138', 'ns'),
('clock_tree', 'clockRootBuffer', 'sky130_fd_sc_hd__clkbuf_4', ''),
('synth', 'synth-edff-count', '0', ''),
('sta', 'timing.slew.headroom', '0.893', ''),
('sta', 'drv_slew', '0', ''),
('sta', 'final_critical_path_setup_slack', '0.0686', 'ns'),
('synth', 'synth_area_leader_cell', 'sky130_fd_sc_hd__dfrtp_1', ''),
('routing', 'route.final.wire_length', '700', 'µm'),
('worst_setup_path', 'timing.critical_path.to_type', 'output port', ''),
('floorplan', 'floorplanUtilization', '0.0733', ''),
('synth', 'ff_type', 'sky130_fd_sc_hd__dfrtp_1', ''),
('worst_setup_path', 'path_cells', 'buf_2', ''),
('worst_setup_path', 'crit-reg2reg-capture', 'R0.out$_DFF_PP0_', ''),
('clock_tree', 'clk_sink_count', '5', ''),
('place', 'finalWeightedCongestion', '0.740', ''),
('floorplan', 'core.rowCount', '21', ''),
('sta', 'worstMarginPinSlew', '0.156', 'ns'),
('finish', 'multiInputGateArea', '75.1', 'µm²'),
('grt', 'grt_pass1_wl', '1100', 'µm'),
('clock_tree', 'cts_made_buffers', '3', ''),
('synth', 'post_synth.cell_area_avg', '11.4', 'µm²'),
('synth', 'netlist_instances', '22', ''),
('routing', 'route.vias.total', '186', ''),
('floorplan', 'floorplan.die_area', '6400', 'µm²'),
('worst_setup_path', 'timing.critical_path.from_type', 'flop', ''),
('run_status', 'status', 'finished clean', ''),
('worst_setup_path', 'critical-path-top-delay-family', 'flip-flops', ''),
('worst_setup_path', 'r2r_setup_slack', '0.11', 'ns'),
('sta', 'setup_repair_after_global_routing_missed_its_margin', 'no', ''),
('place', 'post-place-ws', '-0.114', 'ns'),
('clock_tree', 'clock_tree_from_tritoncts', 'done', ''),
('floorplan', 'core_region_area', '3420', 'µm²'),
('synth', 'yosys.area.top_type_share', '0.500', '');
-- flip-flops by register name, summed over array words and instances, names as in the netlist --
signal / cells
R3.out: 1
R1.out: 1
R2.out: 1
R4.out: 1
R0.out: 1
-- metal layers --
metal | wire length, µm | share of wire | vias up | track usage
li1 | - | - | 94 | -
met1 | 290 | 0.41 | 80 | 0.0227
met2 | 235 | 0.34 | 12 | 0.0297
met3 | 174 | 0.25 | 0 | 0.0364
met4 | 0 | 0 | 0 | 0.00352
met5 | 0 | 0 | - | 0
-- cell type report --
type                    count  share of cell area
inverters                   2              0.0177
repair buffers             17               0.313
well taps                  46               0.136
multi-input cells           9               0.177
clock buffers               4              0.0619
flip-flops and latches      5               0.295
-- cell families (layout without fill, tap and decap cells) --
family | after synthesis | count (layout) | share of synthesized area
mux | 4 | 4 | 0.160
xor+xnor | 3 | 3 | 0.105
compound gates | 1 | 1 | 0.0200
buf+inv | 8 | 23 | 0.200
simple gates | 1 | 1 | 0.0150
flops | 5 | 5 | 0.500
-- per-stage QoR --
stage                      util  power, mW  hold slack, ns  area (µm²)  std cells
after floorplan               -      0.567         -0.0215         250         22
after global placement    0.122      0.759           0.414         415         78
after detailed placement  0.122      0.763           0.417         415         78
after CTS                 0.124      0.956           0.150         424         83
after global routing      0.124       1.02           0.144         424         83
final                     0.124      0.925           0.150         424         83
-- report_power, final --
group	internal, mW	switching [mW]	total, mW
registers	0.280	0.0376	0.317
clock network	0.151	0.0877	0.239
logic	0.241	0.128	0.369
total	0.672	0.254	0.925
-- layout by cell type (no fill, tap or decap) --
cell | synthesis | layout
sky130_fd_sc_hd__clkdlybuf4s50_1 | 0 | 7
sky130_fd_sc_hd__dfrtp_1 | 5 | 5
sky130_fd_sc_hd__buf_2 | 1 | 5
sky130_fd_sc_hd__buf_4 | 5 | 5
sky130_fd_sc_hd__mux2i_1 | 4 | 4
sky130_fd_sc_hd__xnor2_1 | 3 | 3
sky130_fd_sc_hd__clkbuf_4 | 0 | 3
sky130_fd_sc_hd__inv_1 | 2 | 2
sky130_fd_sc_hd__nor2_1 | 1 | 1
sky130_fd_sc_hd__a21oi_1 | 1 | 1
sky130_fd_sc_hd__clkbuf_1 | 0 | 1
-- worst min-delay path by stage --
stage,endpoint,slack (ns),cells after the start,from
CTS,R4.out$_DFF_PP0_,0.15,2,Reset
finish,R0.out$_DFF_PP0_,0.15,2,Reset
global route,R0.out$_DFF_PP0_,0.14,2,Reset
-- timing repair --
item | 4_1_cts | 5_1_grt
gates resized | 15 | 0
endpoints found under the setup margin | 5 | 0
hold buffers | 0 | 0
buffers inserted | 1 | 0
No activity file was given, so power comes from the tool's default toggle rates.
